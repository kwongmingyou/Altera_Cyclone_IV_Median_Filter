**/design/flow/config.mk**
```make
export PLATFORM = sky130hd
export DESIGN_NAME = CU
export DESIGN_NICKNAME = CU
export VERILOG_FILES = /design/flow/design.v
export SDC_FILE = /design/flow/constraint.sdc
export NUM_CORES = 4
export LEC_CHECK = 1
export CORE_AREA = 10 10 70 70
export DIE_AREA = 0 0 80 80
```
**/design/flow/constraint.sdc**
```tcl
current_design CU

set clk_period 1.4
set clk_io_pct 0.2

create_clock -name clk0 -period $clk_period [get_ports {clk}]

set non_clock_inputs [all_inputs -no_clocks]
set_input_delay [expr $clk_period * $clk_io_pct] -clock clk0 $non_clock_inputs
set_output_delay [expr $clk_period * $clk_io_pct] -clock clk0 [all_outputs]
```
**/design/flow/design.v**
```verilog
module CU(
	output reg				ldAddr, 
	output reg	[2:0]		selAddr, 
	output reg				ldImage, 
	output reg	[2:0]		selImage, 
	output reg				ldFilter, 
	output reg 	[1:0]		selFilter, 
	output reg				done,
	input						clk, 
	input						rst
); 
reg	[3:0]	state; 
parameter S0 = 4'b0000, S1 = 4'b0001, S2 = 4'b0010, S3 = 4'b0011, S4 = 4'b0100, 
  S5 = 4'b0101, S6 = 4'b0110, S7 = 4'b0111, S8 = 4'b1000; 
parameter LENGTH = 640, WIDTH = 480; 
always@(negedge clk or negedge rst)
begin 
	if(!rst)	begin 
	  state <= 0;
	  ldAddr <= 0;			selAddr <= 0; 
	  ldImage <= 0;		selImage <= 0; 
	  ldFilter <= 0;		selFilter <= 0;  
	  done <= 0;  
	end
	else
	begin
		  ldAddr <= 0;			selAddr <= 0; 
		  ldImage <= 0;		selImage <= 0; 
		  ldFilter <= 0;		selFilter <= 0;  
		  done <= 0; 
		  case(state)
		  S0: 	begin state <= S1; 	ldAddr <= 1; 	selAddr <= 1; 		end 
		  S1: 	begin state <= S2; 	ldAddr <= 1; 	selAddr <= 2;  ldImage <= 1; 	selImage <= 1; end
		  S2: 	begin state <= S3; 	ldAddr <= 1; 	selAddr <= 3;  ldImage <= 1; 	selImage <= 2; end
		  S3: 	begin state <= S4; 	ldAddr <= 1; 	selAddr <= 4;  ldImage <= 1; 	selImage <= 3; end
		  S4: 	begin state <= S5; 	ldAddr <= 1; 	selAddr <= 5;  ldImage <= 1; 	selImage <= 4; end
		  S5: 	begin state <= S6;   ldImage <= 1; 	selImage <= 5; end		  
		  S6: 	begin state <= S7; 	ldFilter <= 1; 	selFilter <= 1; 	end 
		  S7: 	begin state <= S8; 	ldFilter <= 1; 	selFilter <= 2; 	end
		  S8: 	begin state <= S0; 	ldFilter <= 1; 	selFilter <= 3;   done <= 1; 	end
        default: begin state <= S0; end
        endcase
	end
end
endmodule 
```
**/design/flow/run.sh**
```bash
#!/bin/bash
# OpenROAD 26Q1-2900-gdf79404cd8, Yosys 0.63+post, stock flow scripts
make -C /OpenROAD-flow-scripts/flow DESIGN_CONFIG=/design/flow/config.mk WORK_HOME=/design/flow/orfs finish
```
==> metrics.csv <==
stage,metric,value,unit
run_status,status,"finished, violations left",
run_status,failing checks,setup timing,
pwr,cell area power density,1150,nW/um2
critical_path,cell count of the worst reg-to-reg path,2,
cells_and_area,filler cell count in the final layout,373,
synth,post-synthesis instance total,33,
die,row count,21,
cells_and_area,layout-stage area growth over the synthesis result,30.6,%
synth,count of state elements after synthesis,21,
synth,"Seq share, synth",0.870,
cts,number of sinks driven by the clock tree,21,
sta,worst hold margin,0.344,ns
drt,detailed-route wire length per cell,9.06,um
drt,number of design-rule violations left by the first detailed-router iteration,35,
drt,antenna diode count,0,
drt,DRC,0,
global_route,layer with the highest usage after global routing,met2,
global_route,largest net degree at the start of global routing,13,
synth,yosys-reported design area after synthesis,606,um2
global_route,global-route congestion overflow total,0,
cts,Clock Pin Slew Worst Setup and Hold Paths,0.07,ns
critical_path,worst setup path class,reg -> out,
sta,setup slack after layout,-0.352,ns
synth,Mean Syn Cell Area,18.4,um2
sta,RSZ-0062 raised after global routing,yes,
die,Die W,80,um
drt,drt pass-1 iters,2,
drt,via count of the routed design,308,
synth,number of different library cells in the post-synthesis netlist,7,
critical_path,total number of cells along the worst setup path,1,
cts,deepest level of the CTS H-tree,1,
global_route,number of global-route vias before repair,353,
cells_and_area,register cell area after layout,527,um2
synth,yosys cell count,33,
global_route,initial antenna violation count,0,
global_route,met3 GRT Util,0.0239,
pwr,maximum ir drop on the vdd rail,0.000229,V
critical_path,Critical Path AT,1.47,ns
critical_path,maximum fanout count along the critical path,1,
global_route,wire length of the first global-routing pass,1.59,mm
drt,post-DR vias/cell,3.08,
drt,wire length after detailed routing,906,um
critical_path,"Data required, critical path",1.12,ns
cts,Root Buffer,sky130_fd_sc_hd__clkbuf_4,
global_route,met1 capacity usage during global routing,0.0344,
cts,total clock buffers created by CTS,3,
critical_path,element type at the critical path end,output pin,
cells_and_area,most frequently placed logic cells in the final layout,"20 x sky130_fd_sc_hd__dfrtn_1, 12 x sky130_fd_sc_hd__buf_2, 6 x sky130_fd_sc_hd__or2_2",
global_route,met2 track utilization from global routing,0.0441,
cells_and_area,fraction of final layout cells with drive strength greater than 1,0.519,
sta,slew at the pin closest to its max-slew limit,0.243,ns
critical_path,startpoint types,flip-flop,
critical_path,cell family with the largest share of critical-path delay,flip-flops,
sta,Worst slew margin,0.837,
die,Die Span Y,80,um
die,chip footprint,6400,um2
die,Core Box Area,3420,um2
cts,TritonCTS clock tree,done,
critical_path,Worst Path Buf+Inv,1,
place,count of input and output buffers,13,
critical_path,crit-path max cell delay,0.40,ns
run,number of OpenROAD warnings,28,
hold_path,depth of the worst hold-timing path,0,
global_route,Total GRT Usage,0.0302,
cells_and_area,most instantiated logic cell after routing,sky130_fd_sc_hd__dfrtn_1,
synth,total number of yosys warnings,1,
critical_path,slowest cell on the critical path,sky130_fd_sc_hd__dfrtn_1,
pwr,Static Leak,0.473,nW
sta,Setup TNS Final,-4.06,ns
drt,remaining number of nets flagged by the antenna check after routing,0,
sta,number of setup violations in the final report,12,
die,Initial Util,0.177,
sta,"Slew Viols, Final",0,
sta,largest clock skew in the final design,0.0554,ns
sta,count of final hold-check violations,0,
cts,Max clock buf depth,2,
synth,post-synthesis instance area,606,um2
cells_and_area,multi-input logic area,75.1,um2
hold_path,path class of the lowest-slack min-delay path,reg -> reg,
critical_path,crit-path cells,buf_2,
place,DP HPWL,712,um
place,GPL Wtd Cong,0.737,
run,max-cap viol count,0,
die,Top Ports,14,
cts,Post-CTS Setup Bufs,0,
cts,clock insertion delay at the later pin of the skew report,0.34,ns
-- worst paths after layout --
check,from,end,slack (ns)
worst min register to register,state[6],state[4],0.34
worst max register to register,state[3],ldAddr,0.18
worst min-delay path,state[6],state[4],0.34
max in group asynchronous,rst,done,0.21
min in group asynchronous,rst,state[3],0.80
worst max-delay path,selAddr[2],selAddr[2],-0.35
-- flip-flops by register name (all words and copies together), names as in the netlist --
signal,count
selImage,3
selAddr,3
selFilter,2
state,9
ldImage,1
ldFilter,1
ldAddr,1
done,1
-- power breakdown --
group	leakage, nW	internal, W	switching, W
registers	0.290	0.000610	0
logic	0.160	0.00000951	0.0000120
clock network	0.0230	0.000110	0.000167
total	0.473	0.000729	0.000179
-- logic make-up after synthesis --
| kind of cell | synth area share |
|---|---|
| flip-flops | 0.870 |
| AND/OR/NAND/NOR | 0.124 |
| buffers and inverters | 0.00619 |
-- Yosys cell counts --
cell type / count / area (um2)
sky130_fd_sc_hd__or4_1: 1 / 7.51
sky130_fd_sc_hd__or3_1: 3 / 18.8
sky130_fd_sc_hd__or3_4: 1 / 11.3
sky130_fd_sc_hd__dfstp_2: 1 / 26.3
sky130_fd_sc_hd__dfrtn_1: 20 / 500
sky130_fd_sc_hd__inv_1: 1 / 3.75
sky130_fd_sc_hd__or2_2: 6 / 37.5
-- per-layer routing --
layer,vias to the layer above,part of all wire
met1,150,0.39
met3,2,0.15
met2,9,0.44
met4,0,0.0077
li1,147,-
met5,-,0
-- per-stage QoR --
stage,power (W),setup slack (ns),area [um2],instances,util
floorplan,0.000630,0.0828,606,33,-
global placement,0.000651,-0.433,823,96,0.241
detailed placement,0.000652,-0.426,823,96,0.241
CTS,0.000919,-0.375,791,100,0.232
global route,0.000956,-0.433,791,100,0.232
finish,0.000908,-0.352,791,100,0.232
-- what timing repair did --
item                                    in CTS  in global routing
endpoints found under the setup margin      12                 12
resized                                     36                  0
hold buffers                                 0                  0
pin swaps                                    0                  0
endpoints found under the hold margin        0                  0
-- final cells by class --
class,instances,area share
Timing Repair Buffer,17,0.127
Clock inverter,2,0.0111
Tap cell,46,0.0728
Clock buffer,3,0.0285
Multi-Input combinational cell,11,0.0949
Sequential cell,21,0.666
-- worst register-to-register path: cells and delay by family, from the launching register on --
kind             cells  cell delay [ns]
and+or+nand+nor      2             0.69
DFF                  1             0.38
Power and IR drop assume default switching activity.
