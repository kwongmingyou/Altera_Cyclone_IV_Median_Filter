## /design/flow/run.sh

```bash
#!/bin/bash
# OpenROAD 26Q1-2900-gdf79404cd8, Yosys 0.63+post, stock flow scripts
make -C /OpenROAD-flow-scripts/flow DESIGN_CONFIG=/design/flow/config.mk WORK_HOME=/design/flow/orfs finish
```

## /design/flow/config.mk

```make
export PLATFORM = sky130hd
export DESIGN_NAME = comparator_9
export DESIGN_NICKNAME = comparator_9
export VERILOG_FILES = /design/flow/design.v
export SDC_FILE = /design/flow/constraint.sdc
export NUM_CORES = 4
export LEC_CHECK = 1
export CORE_UTILIZATION = 50
```

## /design/flow/constraint.sdc

```tcl
current_design comparator_9

set clk_period 8.3
set clk_io_pct 0.2

create_clock -name clk0 -period $clk_period [get_ports {clk}]

set non_clock_inputs [all_inputs -no_clocks]
set_input_delay [expr $clk_period * $clk_io_pct] -clock clk0 $non_clock_inputs
set_output_delay [expr $clk_period * $clk_io_pct] -clock clk0 [all_outputs]
```

## /design/flow/design.v

```verilog
module comparator_9(
	output	[7:0]		out, 
	input					clk, 
	input					ldFilter, 
	input		[1:0]		selFilter, 
	input		[7:0]		in1, 
	input		[7:0]		in2, 
	input		[7:0]		in3, 
	input		[7:0]		in4, 
	input		[7:0]		in5, 
	input		[7:0]		in6, 
	input		[7:0]		in7, 
	input		[7:0]		in8, 
	input		[7:0]		in9
); 
wire	[7:0] max11, max12, max13, max21, max22, max23, max3; 
wire 	[7:0] med11, med12, med13, med21, med22, med23, med3; 
wire	[7:0]	min11, min12, min13, min21, min22, min23, min3; 
wire			en1, en2, en3; 
assign en1 = (ldFilter == 1) && (selFilter == 1); 
assign en2 = (ldFilter == 1) && (selFilter == 2); 
assign en3 = (ldFilter == 1) && (selFilter == 3); 
comparator comp11(.max (max11), .med (med11), .min (min11), .clk (clk), .en (en1), .in_1 (in1), .in_2 (in2), .in_3 (in3)); 
comparator comp12(.max (max12), .med (med12), .min (min12), .clk (clk), .en (en1), .in_1 (in4), .in_2 (in5), .in_3 (in6));
comparator comp13(.max (max13), .med (med13), .min (min13), .clk (clk), .en (en1), .in_1 (in7), .in_2 (in8), .in_3 (in9));
comparator comp21(.max (max21), .med (med21), .min (min21), .clk (clk), .en (en2), .in_1 (max11), .in_2 (max12), .in_3 (max13));
comparator comp22(.max (max22), .med (med22), .min (min22), .clk (clk), .en (en2), .in_1 (med11), .in_2 (med12), .in_3 (med13));
comparator comp23(.max (max23), .med (med23), .min (min23), .clk (clk), .en (en2), .in_1 (min11), .in_2 (min12), .in_3 (min13));
comparator comp3(.max (max3), .med (med3), .min (min3), .clk (clk), .en (en3), .in_1 (min21), .in_2 (med22), .in_3 (max23));
assign out = med3; 
endmodule
module comparator(
	output reg	[7:0]	max, 
	output reg	[7:0]	med, 
	output reg	[7:0]	min,
	input					clk, 
	input					en, 
	input			[7:0]	in_1, 
	input			[7:0]	in_2, 
	input			[7:0]	in_3
);
always@(posedge clk)
begin
	if(en)
	begin
	  if((in_1 >= in_2) && (in_1 >= in_3) && (in_2 >= in_3)) begin max <= in_1; med <= in_2; min <= in_3; end 
	  else if((in_1 >= in_2) && (in_1 >= in_3) && (in_3 >= in_2)) begin max <= in_1; med <= in_3; min <= in_2; end
	  else if((in_2 >= in_1) && (in_2 >= in_3) && (in_1 >= in_3)) begin max <= in_2; med <= in_1; min <= in_3; end
	  else if((in_2 >= in_1) && (in_2 >= in_3) && (in_3 >= in_1)) begin max <= in_2; med <= in_3; min <= in_1; end
	  else if((in_3 >= in_1) && (in_3 >= in_2) && (in_1 >= in_2)) begin max <= in_3; med <= in_1; min <= in_2; end
	  else if((in_3 >= in_1) && (in_3 >= in_2) && (in_2 >= in_1)) begin max <= in_3; med <= in_2; min <= in_1; end
	end
end
endmodule
```

==> flow_metrics.env <==
# flow metrics
export IMPL_status="complete, no violations"
export IMPL_max_cap_violations=0
export IMPL_synth_chip_area_um2=10500
export IMPL_syn_avg_cell_area_um2=8.84
export IMPL_place_gp_congestion=0.974
export IMPL_area_leaders="edfxtp_1 (30%), ha_1 (20%), a21oi_1 (5.5%)"
export IMPL_rsz0062_at_grt="false"
export IMPL_dieWidth_um=147
export IMPL_clock_latency_late_pin_ns=0.35
export IMPL_yosysTopAreaCell="edfxtp_1"
export IMPL_drt_initial_drc_count=531
export IMPL_finalHoldViolCount=0
export IMPL_timing_fmax_mhz=210
export IMPL_r2r_start="comp12.max[7]$_DFFE_PP_"
export IMPL_routed_via_density=6.08
export IMPL_common_cells="ha_1 (168), inv_1 (118), a21oi_1 (115), nor2_1 (105), edfxtp_1 (104)"
export IMPL_power_mw=1.83
export IMPL_drcViolationCount=0
export IMPL_drive_gt1_frac=0.0725
export IMPL_num_rows=52
export IMPL_synthCells=1192
export IMPL_grt_pass1_vias=9110
export IMPL_synth_seq_share=0.296
export IMPL_grt_max_degree=32
export IMPL_drt_wl_total_um=29300
export IMPL_cts_resized=0
export IMPL_fp_util=0.516
export IMPL_p_seq_frac=0.375
export IMPL_cts_path_max_buffers=2
export IMPL_arrival_ns=4.83
export IMPL_drtPass1Iterations=5
export IMPL_p_comb_frac=0.385
export IMPL_synth_cell_types=72
export IMPL_cp_startpoint="in2[5]"
export IMPL_postCtsHoldBufs=0
export IMPL_grt_usage=0.293
export IMPL_yosys_warnings=1
export IMPL_p_sw_mw=0.655
export IMPL_grt_overflow_total=0
export IMPL_synth_edff_count=104
export IMPL_numPortBuffers=83
export IMPL_fin_crit_ns=4.76
export IMPL_synthToLayoutAreaGrowth_pct=14.0
export IMPL_leakagePower_nw=5.00
export IMPL_openroad_warnings=26
export IMPL_tritoncts="done"
export IMPL_setup_viol=0
export IMPL_p_sw_frac=0.358
export IMPL_relSlewSlack=0.399
export IMPL_fin_skew_ns=0.0119
export IMPL_synthFlopType="edfxtp_1"
export IMPL_worstRegToRegCells=9
export IMPL_clock_sinks=104
export IMPL_ios=84
export IMPL_hold_path_class="reg2reg"
export IMPL_diodes=0
export IMPL_required_ns=8.37
export IMPL_r2r_slack_ns=5.25
export IMPL_cts_root_buf="clkbuf_16"
export IMPL_ir_drop_v=0.0000930
export IMPL_antenna_found_initial=0
export IMPL_cp_start_kind="input port"
export IMPL_crit_fanout=14
export IMPL_ctsHtreeMaxLevel=3
export IMPL_finalClockPeriodUsage=0.573
export IMPL_worst_pin_slew_ns=0.893
export IMPL_async_flop_share=0
export IMPL_p_int_mw=1.18
export IMPL_grt_pass1_wl_um=47500
export IMPL_top_area_frac=0.296
export IMPL_netlist_area_um2=10500
export IMPL_die_area_um2=21700
export IMPL_vias=9429
export IMPL_wire_per_inst_um=18.9
export IMPL_endpoint_kind="flip-flop"
export IMPL_drtAntennaViolNets=0
export IMPL_p_clk_frac=0.240
export IMPL_timing_rr_end="comp21.min[1]$_DFFE_PP_"
export IMPL_postCtsSetupBuffers=0
export IMPL_dpl_hpwl_um=23700
export IMPL_ys_cells=1192
export IMPL_p_per_area_nw_per_um2=152
export IMPL_ys_ff=104
export IMPL_cts_inserted_buffers=9
export IMPL_drv_slew=0
export IMPL_die_h_um=147
export IMPL_finalSetupTns_ns=0
export IMPL_top_cell="ha_1"
export IMPL_critPathKind="in2reg"
export IMPL_cts_clk_slew_worst_paths_ns=0.08
export IMPL_critPathCapture="comp11.min[0]$_DFFE_PP_"
export IMPL_coreArea_um2=20400
export IMPL_nFillCells=1867
==> stage by stage <==
step	area, um2	std cells	setup slack, ns	util	hold WS (ns)
floorplan	10500	1192	3.53	-	0.568
global placement	11700	1536	3.27	0.573	0.638
detailed placement	11700	1536	3.21	0.573	0.641
CTS	12000	1552	3.60	0.588	0.653
global route	12000	1552	3.35	0.588	0.705
finish	12000	1552	3.54	0.588	0.650
==> cell families (layout without fill, tap and decap cells) <==
| group | after synthesis | count (layout) | share of synthesized area |
|---|---|---|---|
| AND-OR/OR-AND | 420 | 420 | 0.267 |
| AND/OR/NAND/NOR | 326 | 326 | 0.151 |
| adder cells (fa/ha/maj) | 168 | 168 | 0.199 |
| buffers and inverters | 138 | 228 | 0.0519 |
| flip-flops | 104 | 104 | 0.296 |
| multiplexers | 36 | 36 | 0.0347 |
==> cell type report <==
class | count | area [um2] | area share
tap | 270 | 338 | 0.0281
inverter | 119 | 447 | 0.0372
multi-input combinational | 950 | 6890 | 0.573
timing repair buffer | 93 | 906 | 0.0754
sequential | 104 | 3120 | 0.260
clock buffer | 9 | 225 | 0.0187
clock inverter | 7 | 88.8 | 0.00739
==> cell usage in the layout (no fill, tap or decap), drive strengths merged, types with 22 or more instances in the layout <==
cell type,netlist,final
ha,168,168
clkdlybuf4s50,0,83
nor2b,25,25
o211ai,23,23
o21ai,82,82
nand2,79,79
mux2i,35,35
inv,119,122
a31oi,33,33
edfxtp,104,104
nor3,22,22
o22ai,53,53
nor2,106,106
nand4,40,40
a21oi,118,118
==> worst max-delay path, cell delays in order <==
cell and delay (ns):
clkdlybuf4s50_1 0.63, inv_1 0.08, ha_1 0.30, nand4_1 0.18, nor2_1 0.20, nor2b_1 0.10
a211oi_4 0.71, nor3_2 0.16, or3_1 0.55, o22ai_1 0.18, a31oi_1 0.06
==> how the worst min path moves through the flow <==
stage	from	slack [ns]	endpoint	cells past startpoint
CTS	comp21.min[1]$_DFFE_PP_	0.65	comp3.med[1]$_DFFE_PP_	2
global route	comp11.med[6]$_DFFE_PP_	0.71	comp22.med[6]$_DFFE_PP_	2
finish	comp21.min[1]$_DFFE_PP_	0.65	comp3.med[1]$_DFFE_PP_	2
==> routing by layer <==
layer  vias up  global-route usage  routed length (um)
li1       4747                   -                   -
met1      4292               0.427               13000
met2       350               0.448               13100
met3        40              0.0761                2450
met4         0              0.0778                 850
met5         -                   0                   0
==> state kept, by name, indices dropped and copies added, names as in the netlist <==
signal	flops
comp11.max	8
comp11.med	8
comp11.min	8
comp12.max	8
comp12.med	8
comp12.min	8
comp13.max	8
comp13.med	8
comp13.min	8
comp21.min	8
comp22.med	8
comp23.max	8
comp3.med	8
==> power by group through the flow <==
stage	clock [mW]	combinational (mW)	sequential, mW
finish	0.440	0.705	0.686
global route	0.473	0.794	0.690
CTS	0.453	0.698	0.686
Power is estimated from default activity; no workload was simulated.
